$ cat /design/flow/config.mk
export PLATFORM = sky130hd
export DESIGN_NAME = module_reg_control_uart
export DESIGN_NICKNAME = module_reg_control_uart
export VERILOG_FILES = /design/flow/design.v
export SDC_FILE = /design/flow/constraint.sdc
export NUM_CORES = 4
export LEC_CHECK = 1
export CORE_UTILIZATION = 40
$ cat /design/flow/constraint.sdc
current_design module_reg_control_uart

set clk_period 1.7
set clk_io_pct 0.2

create_clock -name clk0 -period $clk_period [get_ports {clk_i}]

set non_clock_inputs [all_inputs -no_clocks]
set_input_delay [expr $clk_period * $clk_io_pct] -clock clk0 $non_clock_inputs
set_output_delay [expr $clk_period * $clk_io_pct] -clock clk0 [all_outputs]
$ cat /design/flow/design.v
`timescale 1ns / 1ps
package pkg_global;
    parameter   int                                         N = 6;
    parameter   int                                         BITS_WIDTH = 32;
    typedef     logic   [BITS_WIDTH - 1: 0]                 bits_width;
    typedef     logic   [N-1: 0]                            bits_n;
    typedef     logic   [N: 0]                              bits_n1;
    typedef     logic   [N - 1 : 0]                         bitsh_t;
    typedef struct packed{
        logic   [5 : 0]     not_used1;
        logic   [9 : 0]     n_rx_end;
        logic   [2 : 0]     not_used2;
        logic   [8 : 0]     n_tx_end;
        logic               all_0s,
                            all_1s,
                            cs_ctrl,
                            send;
    } struct_reg_control;
endpackage
`timescale 1ns / 1ps
module module_reg_control_uart(
    input  logic           clk_i,
                           rst_i,
                           we_micro_i,
                           we_fsm_i,             
    input  logic  [31 : 0] data_i,
    input  logic  [31 : 0] instruccion_fsm_i,
    output logic  [31 : 0] instrucciones_fsm_o 
    );
    logic [31 : 0] reg_control;
    always_ff@(posedge clk_i)begin
        if( rst_i ) begin
            reg_control <= 0;
        end
        else begin
            if(!we_fsm_i)begin
                if(we_micro_i)begin
                    reg_control <= data_i;
                end
            end
            else begin
                    reg_control <= instruccion_fsm_i;
            end
        end 
    end
    always_comb begin
        instrucciones_fsm_o = reg_control;
    end
endmodule
$ cat /design/flow/run.sh
#!/bin/bash
# OpenROAD 26Q1-2900-gdf79404cd8, Yosys 0.63+post, stock flow scripts
make -C /OpenROAD-flow-scripts/flow DESIGN_CONFIG=/design/flow/config.mk WORK_HOME=/design/flow/orfs finish
==> flow_metrics.py <==
# Flow results
metrics = {
    "cells_and_area": {
        "final_layout_fill_cell_count": 245,
        "largest_register": "reg_control",
        "logic_area_um2": 761,
        "post_route_cells_drive_above_1_share_pct": 5.81,
        "syn_to_final_growth_pct": 73.2,
        "sequential_cell_area_um2": 641,
        "regs_by_ff_count": "reg_control x32",
        "largest_reg_flops": 32,
    },
    "worst_setup_path": {
        "cp-startpoint": "reg_control[31]",
        "cp_num_buf_inv": 1,
        "timing.rr.end": "reg_control[26]",
        "setup.worst_path.class": "reg -> out",
        "slowest_stage": "clkdlybuf4s50_1",
        "reg2reg_setup_slack_ns": 0.94,
        "cp_top_family": "buffers and inverters",
        "cp-end-kind": "primary output",
        "regToRegStartpoint": "reg_control[26]",
        "series_of_cell_instances_along_the_critical_path": "clkdlybuf4s50_1",
        "cp-start-kind": "flip-flop",
        "worst_path_largest_cell_delay_ns": 0.49,
        "cp-endpoint": "instrucciones_fsm_o[31]",
        "worstSetupPathDepth": 1,
        "critPathRequiredTime_ns": 1.36,
        "path_max_fanout": 2,
        "critical_path_arrival_ns": 1.10,
        "timing.reg2reg.worst_path_depth": 2,
    },
    "pwr": {
        "clock_group_share_of_total_power_pct": 32.8,
        "pwr-share-seq_pct": 44.2,
        "peakVddDrop_mv": 0.516,
        "power_frac_comb_pct": 23.0,
        "p_leak_uw": 0.00103,
        "powerDensity_mw_per_mm2": 723,
        "power.total_uw": 1890,
        "power_switching_uw": 411,
        "internal_power_uw": 1480,
        "netSwitchingFraction_pct": 21.7,
    },
    "final_timing": {
        "rsz0062_at_grt": "false",
        "slew_headroom_pct": 84.5,
        "final_total_negative_setup_slack_ns": 0,
        "report.final.hold_viol_count": 0,
        "skew_ns": 0,
        "maxClockFrequency_ghz": 0.694,
        "finalClockPeriodUsage_pct": 84.8,
        "timing.final.setup_violations": 0,
        "crit_path_time_final_ns": 1.44,
        "slew_violations": 0,
        "max_slew.worst_pin.slew_ns": 0.233,
    },
    "synthesis": {
        "yosys_register_bits": 32,
        "enable_flop_cells": 0,
        "synth_seq_share_pct": 42.4,
        "syn-instance-count": 142,
        "yosysUniqueCellTypes": 8,
        "most_used_flip_flop_cell_after_synthesis": "dfxtp_1",
        "async_reset_ff_share_pct": 0,
        "synthTopCellsByCount": "32 x a211oi_1, 32 x dfxtp_1, 32 x mux2i_1, 32 x nor2b_1, 9 x clkbuf_1",
        "synth.yosys.chip_area_mm2": 0.00151,
        "largest_area_cell": "dfxtp_1",
        "number_of_warnings_reported_in_the_yosys_synthesis_log": 1,
        "synth_area_per_cell_um2": 10.6,
        "yosysCellCount": 142,
        "synth_largest_type_area_fraction_pct": 42.4,
        "syn_area_mm2": 0.00151,
        "ys_top_cells_by_area": "dfxtp_1 42%, mux2i_1 21%, a211oi_1 16%, nor2b_1 13%, buf_12 4.0%",
    },
    "floorplanning": {
        "chip_area_mm2": 0.00403,
        "initial_core_util_pct": 43.5,
        "die_y_extent_um": 63.4,
        "dieWidth_um": 63.4,
        "rows": 21,
        "design.portCount": 100,
        "fp.coreArea_mm2": 0.00347,
    },
    "global_route": {
        "maximum_number_of_pins_on_one_net_before_global_route_repair": 33,
        "grt_use_total_pct": 20.9,
        "grt_antenna_before_repair": 0,
        "grt_overflow": 0,
        "first_global_vias": 1463,
        "grt_first_pass_wirelength_um": 6560,
    },
    "placed_design": {
        "hpwl_um": 2700,
        "port_buffers": 99,
        "routabilityCongestion": 0.820,
    },
    "routing": {
        "route.vias.total": 1424,
        "drt_pre_antenna_iters": 2,
        "detail_route.iter0.violations": 52,
        "vias_per_cell": 4.96,
        "antenna_violating_nets_post_route": 0,
        "detail_route.antenna_diodes": 0,
        "wirelength_um": 3920,
        "wire_per_inst_um": 13.6,
        "route.detailed.drc": 0,
    },
    "run_status": {
        "status": "completed",
    },
    "job": {
        "drv.max_cap_violation_count": 0,
        "tool_warnings": 26,
    },
    "hold_path": {
        "min-delay-path-class": "reg -> reg",
    },
    "clocking": {
        "cts_made_buffers": 5,
        "cts_tree": "done",
        "post_cts.resized_instances": 0,
        "numClockSinks": 32,
        "worst_skew_pair.late_latency_ns": 0.28,
        "cts-root-to-sink-buffers": 2,
        "clockRootBuffer": "clkbuf_8",
        "worst_path_clk_slew_ns": 0.06,
        "cts_setup_buffers": 0,
        "htreeDepth": 2,
        "holdBufCountCts": 0,
    },
}
## layout make-up
cell class,count,area share (%)
Inverter,1,0.144
Clock buffer,7,3.68
Tap cell,46,2.20
Multi-Input combinational cell,96,29.1
Sequential cell,32,24.5
Timing Repair Buffer,105,40.4
## power by group through the flow
stage / Combinational [µW] / Sequential (µW) / Clock [µW]
5_1_grt: 472 / 843 / 670
4_1_cts: 438 / 836 / 636
6_report: 435 / 836 / 620
## stage by stage
step | setup WS [ns] | hold WS, ns | cells | utilization, % | cell area [µm²]
2_1_floorplan | 0.711 | 0.413 | 142 | - | 1510
3_3_place_gp | 0.316 | 0.537 | 280 | 72.6 | 2520
3_5_place_dp | 0.283 | 0.541 | 280 | 72.6 | 2520
4_1_cts | 0.253 | 0.556 | 287 | 75.4 | 2620
5_1_grt | 0.220 | 0.579 | 287 | 75.4 | 2620
6_report | 0.259 | 0.553 | 287 | 75.4 | 2620
## per-layer routing
metal	wire [µm]	track usage, %	up-vias
met5	0	0	-
met2	1660	31.8	57
met4	73	3.69	0
met1	1910	31.2	647
met3	275	4.96	10
li1	-	-	710
## logic make-up after synthesis
kind of cell / after synthesis / share of synthesized area [%]
AND/OR/NAND/NOR: 32 / 13.3
flip-flops: 32 / 42.4
AND-OR/OR-AND: 32 / 15.9
multiplexers: 32 / 21.2
buffers and inverters: 14 / 7.21
## worst min-delay path by stage
stage / start / endpoint / slack [ns] / cells past startpoint
4_1_cts: reg_control[21] / reg_control[21] / 0.56 / 2
5_1_grt: reg_control[0] / reg_control[0] / 0.58 / 2
6_report: reg_control[0] / reg_control[0] / 0.55 / 2
## placed cells by master (no fill, tap or decap)
cell | netlist | routed
buf_12 | 3 | 2
inv_1 | 1 | 1
clkdlybuf4s50_1 | 0 | 98
clkbuf_8 | 0 | 7
buf_4 | 0 | 4
dfxtp_1 | 32 | 32
a211oi_1 | 32 | 32
buf_2 | 0 | 1
nor2b_1 | 32 | 32
mux2i_1 | 32 | 32
No activity file was given, so power comes from the tool's default toggle rates.
