==> ./design.v <==
`timescale 1ns / 1ps
package pkg_global;
    parameter   int                                         N = 6;
    parameter   int                                         BITS_WIDTH = 32;
    typedef     logic   [BITS_WIDTH - 1: 0]                 bits_width;
    typedef     logic   [N-1: 0]                            bits_n;
    typedef     logic   [N: 0]                              bits_n1;
    typedef     logic   [N - 1 : 0]                         bitsh_t;
    typedef struct packed{
        logic   [5 : 0]     not_used1;
        logic   [9 : 0]     n_rx_end;
        logic   [2 : 0]     not_used2;
        logic   [8 : 0]     n_tx_end;
        logic               all_0s,
                            all_1s,
                            cs_ctrl,
                            send;
    } struct_reg_control;
endpackage
`timescale 1ns / 1ps
module module_clk_divider_spi(
    input   logic       clk_i,
                        rst_i,
                        start_i,
    output  logic       clk_fp_o,
                        clk_fn_o,
                        clk_sck_o
    );   
    int                 divider;   
    logic   [31 : 0]    counter,
                        cntr_flankp,
                        cntr_flankn;
    logic               clk_out = 1,
                        clk_fp,
                        clk_fn,
                        flanco = 1;
    assign divider      = 100;
    always_ff @(posedge clk_i)
        if(rst_i) begin
            counter         <= 0;
            clk_out         <= 1;  
            cntr_flankp     <= 0;
            cntr_flankn     <= 0;
            clk_fp          <= 0; 
            clk_fn          <= 0;
            flanco          <= 1;
        end else begin
            if(start_i) begin
                if(counter  == (divider / 2)- 1) begin  
                    counter             <= 0;
                    clk_out             <= ~clk_out;
                end else begin
                    counter             <= counter + 1;
                end
                if(clk_out) begin
                    if(flanco) begin
                        if(cntr_flankp == (divider / 4) - 1) begin                 
                            clk_fp                  <= 1; 
                            cntr_flankp             <= 0;
                            flanco                  <= 0;         
                        end else begin
                            clk_fp                  <= 0;
                            cntr_flankp             <= cntr_flankp + 1;
                        end              
                    end else
                        clk_fp                      <= 0;
                end else begin
                    if(!flanco) begin
                        if(cntr_flankn == (divider / 4) - 1) begin                 
                            clk_fn                  <= 1; 
                            cntr_flankn             <= 0;
                            flanco                  <= 1;         
                        end else begin
                            clk_fn                  <= 0;
                            cntr_flankn             <= cntr_flankn + 1;        
                        end  
                    end else
                        clk_fn                      <= 0;
                end     
            end else begin
                counter         <= 0;
                clk_out         <= 1;  
                cntr_flankp     <= 0;
                cntr_flankn     <= 0;                
            end
        end
    always_comb begin
        clk_fp_o    = clk_fp;
        clk_fn_o    = clk_fn;
        clk_sck_o   = clk_out;
    end
endmodule
==> ./run.sh <==
#!/bin/bash
# OpenROAD 26Q1-2900-gdf79404cd8, Yosys 0.63+post, stock flow scripts
make -C /OpenROAD-flow-scripts/flow DESIGN_CONFIG=/design/flow/config.mk WORK_HOME=/design/flow/orfs finish
==> ./config.mk <==
export PLATFORM = sky130hd
export DESIGN_NAME = module_clk_divider_spi
export DESIGN_NICKNAME = module_clk_divider_spi
export VERILOG_FILES = /design/flow/design.v
export SDC_FILE = /design/flow/constraint.sdc
export NUM_CORES = 4
export LEC_CHECK = 1
export CORE_UTILIZATION = 30
==> ./constraint.sdc <==
current_design module_clk_divider_spi

set clk_period 4.4
set clk_io_pct 0.2

create_clock -name clk0 -period $clk_period [get_ports {clk_i}]

set non_clock_inputs [all_inputs -no_clocks]
set_input_delay [expr $clk_period * $clk_io_pct] -clock clk0 $non_clock_inputs
set_output_delay [expr $clk_period * $clk_io_pct] -clock clk0 [all_outputs]
==> Slide: Implementation Results <==
Flow Results at a Glance

Final timing
  • Clock skew: 0.00622 ns
  • Setup Total Neg Slack: 0 ns
  • Worst slew pin tran: between 0.9 and 1 ns
  • Tmin final: 2.43 ns
  • Slew headroom: a little under two fifths
  • Fmax: 0.411 GHz
  • Hold Vio Cnt, Final: 0
  • RSZ-0062 raised after global routing: false
  • Final period util: 55.3%
  • Final setup viols: 0
  • Final Max Slew Viols: 0

Clocking
  • H-tree depth: 3
  • Clock sinks: around 100
  • Clk latency of the worst-skew pair: 0.35 ns
  • Hold-fix buffers, CTS: 0
  • CTS tree: done
  • Postcts setup bufs: 0
  • Cts repair resizes: 0
  • Clock Path Buffers: 2
  • CTS buffer count: 9
  • Root buffer cell: clkbuf_16
  • Worst-path clk slew: 0.06 ns

Synthesis
  • Synthesized cell area: 4800 um2
  • Distinct cells, synth: 40
  • Register share after synthesis: 41.7%
  • Dominant flop cell: dfxtp_1
  • Yosys Instances: around 570
  • Ys flops: around 100
  • FFs w/ async S/R, synth: 0%
  • Mapped Cells: 572
  • Syn. warnings: 1
  • Yosys stat area: 4800 um2
  • Syn avg cell area: 8.39 um2
  • Count of library flops with an enable pin: 0

Die
  • Core area: 15400 um2
  • Die area: 16500 um2
  • Row count: 45
  • FP Util: between 30% and 40%
  • Die height: 128 um
  • Die x size: approximately 130 um
  • # IOs: 6

Worst setup path
  • Setup CP Type: flip-flop to flip-flop
  • Crit path max fanout: 10
  • CP Data Arrival Time: 2.65 ns
  • Worst R2R Setup Slack: 1.97 ns
  • Critical Path RT: approximately 4.6 ns
  • Startpoint types: flip-flop
  • Crit end category: flip-flop

Power
  • Pleak: 1.63 nW
  • P_int: 1.39 mW
  • Worst vdd ir: 0.000232 V
  • Clock share of power: 46.2%
  • Share of power burned in combinational logic: 1.6%
  • Sw Share: 20.3%
  • Psw: 0.353 mW
  • Seq pwr share: 52.2%
  • Cell Pwr Density: 326 nW/um2
  • Total power: 1.74 mW

Route
  • Final antenna-violating net count: 0
  • WL met3: 286 um
  • WL/cell: 11.7 um
  • 1st-iter DRT viols: 259
  • Vias per cell: 4.79
  • # DRC: 0
  • Highest metal used: met4
  • WL met2: 3980 um
  • Routed wire length: 9230 um
  • Met1 WL: 4850 um
  • First-pass detailed-route iteration total: 4
  • Antenna Cells: 0
  • Via count: 3768

Global route
  • Global route overflow: 0
  • Tot GR Track Use: 12.1%
  • Vias in the first global route: 3413
  • First-pass GRT wire length: 16200 um
  • Initial antenna violation count: 0
  • Largest net degree at the start of global routing: 33

Place
  • DP HPWL: 6300 um
  • GP Congestion: 0.822
  • Buffers on Ports: 5

Final layout
  • Layout area overhead: 11.1%
  • Most frequent cells in the layout: nor2_1, dfxtp_1, xnor2_1
  • Layout cells sized above 1: 5.91%
  • Dominant logic cell type in the layout: nor2_1

Job
  • Tool warnings: 28
  • Maxcap violations: 0

Hold path
  • Hold/Removal Path Class: flip-flop to flip-flop

Outcome
  • Status: finished, final reports clean
==> power groups by stage <==
stage	Combinational (mW)	Sequential (mW)	Clock, mW
4_1_cts	0.0282	0.908	0.830
5_1_grt	0.0313	0.908	0.868
6_report	0.0275	0.908	0.805
==> routing by layer <==
| layer | track usage, % | vias up |
|---|---|---|
| li1 | - | 1960 |
| met5 | 0 | - |
| met2 | 18.7 | 45 |
| met3 | 2.46 | 10 |
| met4 | 1.18 | 0 |
| met1 | 18.5 | 1753 |
==> flip-flops by register name (all words and copies together) (netlist names) <==
signal and flops:
clk_fn 1, clk_fp 1, clk_out 1, cntr_flankn 32
cntr_flankp 32, counter 32, flanco 1
==> final cells by class <==
type	instances	area, um2
inverter	17	63.8
fill	1605	10100
timing repair buffer	9	80.1
sequential	100	2000
clock inverter	3	43.8
tap	211	264
multi-input combinational	433	2620
clock buffer	13	260
==> Yosys cell counts (3+ instances only) <==
cell type	count	area, um2
or4_1	3	22.5
or3_1	3	18.8
buf_2	3	15.0
clkbuf_1	12	45.0
a21oi_1	5	25.0
nand2b_1	3	18.8
nor4_2	5	62.6
and3_1	7	43.8
buf_6	3	33.8
nor3_1	27	135
buf_4	3	22.5
dfxtp_1	100	2000
xor2_1	41	359
inv_1	17	63.8
nor2_1	114	428
nor4b_1	4	35.0
nand2_1	43	161
xnor2_1	51	447
nand3_1	33	165
nor4_1	27	169
ha_1	6	75.1
and4_1	6	52.6
nand4_1	33	206
==> logic make-up (layout without fill, tap and decap cells) <==
group,Yosys count,after routing,synth area share (%)
AND-OR/OR-AND,11,11,1.30
XOR/XNOR,92,92,16.8
adder cells (fa/ha/maj),6,6,1.56
buffers and inverters,39,42,3.86
flip-flops,100,100,41.7
AND/OR/NAND/NOR,324,324,34.8
==> path summary, 6_finish.rpt <==
| path | from | endpoint | depth (start not counted) |
|---|---|---|---|
| worst max-delay path | clk_out$_SDFFE_PP1N_ | cntr_flankp[31]$_SDFFE_PP0P_ | 5 |
| worst min-delay path | counter[0]$_SDFF_PP0_ | counter[0]$_SDFF_PP0_ | 1 |
| worst max register to register | clk_out$_SDFFE_PP1N_ | cntr_flankp[31]$_SDFFE_PP0P_ | 5 |
| worst min register to register | counter[0]$_SDFF_PP0_ | counter[0]$_SDFF_PP0_ | 1 |
==> stage by stage <==
stage | hold WS [ns] | instances | instance area, um2 | worst slack [ns] | utilization (%)
2_1_floorplan | 0.432 | 572 | 4800 | 2.36 | -
3_3_place_gp | 0.453 | 770 | 5030 | 1.94 | 32.6
3_5_place_dp | 0.466 | 770 | 5030 | 1.96 | 32.6
4_1_cts | 0.480 | 786 | 5330 | 1.94 | 34.6
5_1_grt | 0.508 | 786 | 5330 | 1.68 | 34.6
6_report | 0.472 | 786 | 5330 | 1.97 | 34.6
==> worst max-delay path, cell delays in order (launching register included) <==
cell and delay (ns):
dfxtp_1 0.58, nand2_1 0.37, nor4_2 0.91, nand4_1 0.21, xor2_1 0.18, nor2_1 0.05
No activity file was given, so power comes from the tool's default toggle rates.
