==> /design/flow/design.v <==
`timescale 1ns / 1ps
package pkg_global;
    parameter   int                                         N = 6;
    parameter   int                                         BITS_WIDTH = 32;
    typedef     logic   [BITS_WIDTH - 1: 0]                 bits_width;
    typedef     logic   [N-1: 0]                            bits_n;
    typedef     logic   [N: 0]                              bits_n1;
    typedef     logic   [N - 1 : 0]                         bitsh_t;
    typedef struct packed{
        logic   [5 : 0]     not_used1;
        logic   [9 : 0]     n_rx_end;
        logic   [2 : 0]     not_used2;
        logic   [8 : 0]     n_tx_end;
        logic               all_0s,
                            all_1s,
                            cs_ctrl,
                            send;
    } struct_reg_control;
endpackage
`timescale 1ns / 1ps
module basic_ps2_keyboard#(
        parameter integer CLK_FREQ = 10_000_000  
    )
    (
        input  logic        clk,
        input  logic        rst,
        input  logic        ps2_clk,
        input  logic        ps2_data,
        output logic [31:0] long_keycodeout,
        output logic        ps2_code_new,    
        output logic [7:0]  ps2_code         
    );
    localparam real idle_delay = 500e-6;  
    localparam real idle_count_real = idle_delay*CLK_FREQ;
    localparam integer idle_count_w = $clog2($rtoi(idle_count_real));
    localparam [idle_count_w-1:0] count_idle_max = $rtoi(idle_count_real); 
    logic           ps2_clkf;
    logic           ps2_dataf;
    logic           ps2_clkf_delayed;
    logic           ps2_dataf_delayed;
    logic [7:0]     datacur;
    logic [7:0]     dataprev;
    logic [3:0]     cnt;
    logic [31:0]    keycode;
    logic           flag;
    logic           flag_prev;
    logic [$clog2(count_idle_max)-1:0]  count_idle;  
    debouncer_ps2 debounce(
        .clk_i (clk),
        .rst_i (rst),
        .I0_i  (ps2_clk),
        .I1_i  (ps2_data),
        .O0_o  (ps2_clkf),
        .O1_o  (ps2_dataf)
    );
    always_ff @(posedge clk)begin
        if(rst) begin
            datacur     <= 0;
            flag        <= 0;
            cnt         <= 0;
        end else begin
            if( { ps2_clkf_delayed, ps2_clkf } == 2'b10) begin  
                case(cnt)
                0:; 
                1:datacur[0] <= ps2_dataf;
                2:datacur[1] <= ps2_dataf;
                3:datacur[2] <= ps2_dataf;
                4:datacur[3] <= ps2_dataf;
                5:datacur[4] <= ps2_dataf;
                6:datacur[5] <= ps2_dataf;
                7:datacur[6] <= ps2_dataf;
                8:datacur[7] <= ps2_dataf;
                9:flag       <= 1'b1;
                10:flag      <= 1'b0;
                endcase
                if(cnt<=9)       cnt <= cnt + 1;
                else if(cnt==10) cnt <= 0;
            end
        end
    end
    always_ff @(posedge clk)begin
        if(rst) begin
            flag_prev          <=0;
            ps2_clkf_delayed   <= 0;
            ps2_dataf_delayed  <= 0;
        end else begin
            flag_prev          <= flag;
            ps2_clkf_delayed   <= ps2_clkf;  
            ps2_dataf_delayed  <= ps2_dataf;
        end
    end
    always_ff @(posedge clk)begin
        if(rst) begin
            keycode<=0;
            dataprev<=0;
        end else begin
            if(ps2_code_new) begin
                keycode<=0;
                dataprev<=0;
            end else begin 
                if(( {flag_prev, flag} == 2'b01) &&
                   ( dataprev != datacur ) ) begin
                    keycode[31:24]<=keycode[23:16];
                    keycode[23:16]<=keycode[15:8];
                    keycode[15:8]<=dataprev;
                    keycode[7:0]<=datacur;
                    dataprev<=datacur;
                end
            end
        end
    end
    always_ff @ (posedge clk) begin        
        if(rst) begin
            count_idle <= 0;
            ps2_code_new <= 0;
            ps2_code <=0;
        end else begin
            if (ps2_clkf == 0)                       
                count_idle <= 0;                     
            else if(count_idle != count_idle_max - 1)
                count_idle <= count_idle + 1;
            if (count_idle == count_idle_max - 2) begin  
                if((keycode[15:8]!=8'hf0)||(keycode[31:24]==8'hf0)) begin
                    ps2_code_new <= 1;          
                    ps2_code <= keycode[7 : 0]; 
                end
            end else begin              
                ps2_code_new <= 0;      
            end
        end
    end
    assign long_keycodeout = keycode;
endmodule
`timescale 1ns / 1ps
module debouncer_ps2(
    input  logic clk_i,
    input  logic rst_i,
    input  logic I0_i,
    input  logic I1_i,
    output logic O0_o,
    output logic O1_o
    );
    logic [4:0] cnt0; 
    logic [4:0] cnt1;
    logic       Iv0;
    logic       Iv1;
    logic       out0;
    logic       out1;
    always_ff@(posedge(clk_i))begin
        if(rst_i) begin
            cnt0 <= "00000";
            cnt1 <= "00000";
            O0_o <= I0_i;
            O1_o <= I1_i;
        end else begin
            if (I0_i == Iv0)begin
                if (cnt0 ==19) O0_o <=I0_i;
                else cnt0<=cnt0+1;
            end
            else begin
                cnt0 <= "00000";
                Iv0  <= I0_i;
            end
            if (I1_i==Iv1)begin
                if (cnt1==19)O1_o <= I1_i;
                else cnt1 <= cnt1 + 1;
            end
            else begin
                cnt1 <= "00000";
                Iv1 <= I1_i;
            end
        end
    end
endmodule
==> /design/flow/run.sh <==
#!/bin/bash
# OpenROAD 26Q1-2900-gdf79404cd8, Yosys 0.63+post, stock flow scripts
make -C /OpenROAD-flow-scripts/flow DESIGN_CONFIG=/design/flow/config.mk WORK_HOME=/design/flow/orfs finish
==> /design/flow/constraint.sdc <==
current_design basic_ps2_keyboard

set clk_period 3.7
set clk_io_pct 0.2

create_clock -name clk0 -period $clk_period [get_ports {clk}]

set non_clock_inputs [all_inputs -no_clocks]
set_input_delay [expr $clk_period * $clk_io_pct] -clock clk0 $non_clock_inputs
set_output_delay [expr $clk_period * $clk_io_pct] -clock clk0 [all_outputs]
==> /design/flow/config.mk <==
export PLATFORM = sky130hd
export DESIGN_NAME = basic_ps2_keyboard
export DESIGN_NICKNAME = basic_ps2_keyboard
export VERILOG_FILES = /design/flow/design.v
export SDC_FILE = /design/flow/constraint.sdc
export NUM_CORES = 4
export LEC_CHECK = 1
export CORE_UTILIZATION = 30
==> impl_metrics.env <==
# source this file to load flow results
export IMPL_die_w_um=110
export IMPL_leakagePower_nw=1.56
export IMPL_warnings=30
export IMPL_top_cell_area_share_pct=45.0
export IMPL_relSlewSlack_pct=43.5
export IMPL_post_cts_buffers=0
export IMPL_p_total_w=0.00199
export IMPL_first_global_vias=2489
export IMPL_irDropWorstVdd_v=0.000227
export IMPL_r2r_end="ps2_code[2]"
export IMPL_ys_warn_count=2
export IMPL_grt_first_pass_wirelength_um=11700
export IMPL_critPathTopFamily="buffers and inverters"
export IMPL_fin_skew_ns=0.0120
export IMPL_vias=2659
export IMPL_clock_sinks=83
export IMPL_netlist_instances=368
export IMPL_min_period_ns=2.18
export IMPL_dp_cells=543
export IMPL_worstHoldStart="ps2_code[7]"
export IMPL_ys_top_cells_by_area="dfxtp_1 (45%), mux2i_1 (12%), nand2_1 (5.1%), xor2_1 (3.7%), edfxtp_1 (3.4%)"
export IMPL_finalSetupTns_ns=0
export IMPL_cts_buffers=9
export IMPL_cp_max_fo=17
export IMPL_tightestPinTransition_ns=0.845
export IMPL_fp_row_count=39
export IMPL_avgSynthCellArea_um2=9.55
export IMPL_holdWs_ns=0.472
export IMPL_yosys_area_mm2=0.00352
export IMPL_critPathKind="input pin to register"
export IMPL_hold_path_class="register to register"
export IMPL_drive_gt1_share_pct=6.25
export IMPL_fill_cells=1117
export IMPL_whs_path_depth=2
export IMPL_drtIter0Drc=139
export IMPL_hpwl_um=5130
export IMPL_top_area_cell="dfxtp_1"
export IMPL_cp_required_ns=3.91
export IMPL_setup_viol=0
export IMPL_timing_critical_path_from="rst"
export IMPL_ys_cells=368
export IMPL_drt_pass1_iter_count=4
export IMPL_grt_util_all_layers_pct=12.4
export IMPL_finalClockPeriodUsage_pct=59.0
export IMPL_timing_fmax_mhz=458
export IMPL_cpMaxStageDelayCell="clkdlybuf4s50_1"
export IMPL_critPathMaxStageDelay_ns=0.88
export IMPL_ioPinCount=45
export IMPL_yosysUniqueCellTypes=41
export IMPL_place_area_mm2=0.00411
export IMPL_drv_cap=0
export IMPL_edf_count=4
export IMPL_slew_violations=0
export IMPL_hold_viol_final=0
export IMPL_reg2reg_setup_slack_ns=1.66
export IMPL_async_flop_share_pct=0
export IMPL_io_buffers=44
export IMPL_cts_tree="built"
export IMPL_synth_main_ff_cell="dfxtp_1"
export IMPL_cts_max_path_buffers=2
export IMPL_path_buffers=2
export IMPL_holdBufCountCts=0
export IMPL_p_per_area_mw_per_mm2=446
export IMPL_fin_area_mm2=0.00446
export IMPL_crit_chain="clkdlybuf4s50_1, nand2b_1, inv_1, o21ai_0, a31oi_1"
export IMPL_clk_latency_ns=0.34
export IMPL_synth_seq_share_pct=48.4
export IMPL_h_tree_depth=3
export IMPL_rr_worst_depth=4
export IMPL_rsz0062_at_grt="false"
export IMPL_syn_to_final_growth_pct=26.7
export IMPL_die_h_um=110
export IMPL_core_mm2=0.0114
export IMPL_drc=0
export IMPL_postRouteAntennaNets=0
export IMPL_fin_cells=559
export IMPL_syn_area_mm2=0.00352
export IMPL_cts_root_buffer="clkbuf_16"
export IMPL_ys_ff=83
export IMPL_grt_max_degree=41
export IMPL_min_to="ps2_code[7]"
export IMPL_crit_path_end_kind="register"
export IMPL_clkTransAtPathRegs_ns=0.06
export IMPL_viasPerCell=4.76
export IMPL_cts_resized=0
export IMPL_die_area_mm2=0.0122
export IMPL_antennaDiodeCount=0
export IMPL_cp_data_arrival_time_ns=2.39
export IMPL_status="completed"
export IMPL_drt_total_wl_um=7150
export IMPL_start_kind="input pin"
export IMPL_routedWlPerCell_um=12.8
export IMPL_initCoreUtil_pct=30.8
export IMPL_rr_startpoint="count_idle[6]"
export IMPL_antenna_found_initial=0
export IMPL_overflow=0
export IMPL_place_gp_congestion=0.774
-- worst max path at each step --
stage,cells after the start,slack (ns),endpoint
CTS,5,1.52,count_idle[2]
global route,5,1.34,count_idle[2]
finish,5,1.52,count_idle[2]
-- kinds of logic (layout without fill, tap and decap cells) --
logic type,after synthesis,in the layout,share of synthesized area (%)
muxes,43,43,12.2
xor gates and xnor gates,25,25,6.23
DFF,83,83,48.4
adders and majority gates,9,9,3.20
buffers and inverters,22,70,2.56
AOI/OAI and AO/OA,40,40,6.69
and+or+nand+nor,146,146,20.7
-- worst register-to-register path: stages (launching register included) --
cell and delay, ns:
dfxtp_1 0.35, or4b_4 0.57, or4_1 0.68, o21ai_1 0.21
a21oi_1 0.09
-- synth_stat cells (2+ instances only) --
master,number
or4_1,2
edfxtp_1,4
nor4_2,2
a21o_1,2
or3_1,5
nor4bb_1,2
clkbuf_1,9
nor3_1,7
nor2_1,30
o21ai_0,5
nand2b_1,8
inv_1,7
and3_1,2
mux2i_1,43
nand3_1,17
xor2_1,15
a31oi_1,4
xnor2_1,10
a21oi_1,14
dfxtp_1,79
nor2b_1,4
nand4_1,10
nor4_1,5
buf_1,2
o21ai_1,7
ha_1,9
nand2_1,48
buf_2,3
-- per-stage QoR --
stage	util, %	setup WS, ns
2_1_floorplan	-	1.89
3_3_place_gp	36.0	1.21
3_5_place_dp	36.0	1.18
4_1_cts	39.0	1.52
5_1_grt	39.0	1.34
6_report	39.0	1.52
-- final cells by class --
| class | count | area (um^2) | area share (%) |
|---|---|---|---|
| timing repair buffer | 47 | 463 | 10.4 |
| clock buffer | 10 | 250 | 5.62 |
| multi-input combinational | 263 | 1740 | 39.0 |
| clock inverter | 6 | 97.6 | 2.19 |
| tap | 143 | 179 | 4.02 |
| inverter | 7 | 26.3 | 0.590 |
| sequential | 83 | 1700 | 38.2 |
-- per-layer routing --
metal / global-route usage, % / part of all wire, %
met3: 1.86 / 4.2
met1: 18.7 / 50
met5: 0 / 0
met4: 1.69 / 1.0
met2: 19.5 / 45
-- sequential cells by signal (all words and copies together) (netlist names) --
register,flops
cnt,4
count_idle,13
datacur,8
dataprev,7
debounce.Iv0,1
debounce.Iv1,1
debounce.O0_o,1
debounce.O1_o,1
debounce.cnt0,5
debounce.cnt1,5
flag,1
flag_prev,1
keycode,25
ps2_clkf_delayed,1
ps2_code,8
ps2_code_new,1
-- report_power, final --
part           total [W]  switching, W  internal (W)  leakage (nW)
clock            0.00102      0.000375      0.000644         0.171
sequential      0.000917    0.00000796      0.000909         0.676
combinational  0.0000519     0.0000333     0.0000186         0.716
-- cells in the final DEF, fill, tap and decap left out, drive strengths merged, types with 4 or more instances in the layout --
master,count
ha,9
a21oi,14
xor2,15
dfxtp,79
nor2,30
inv,11
nor2b,4
edfxtp,4
nor3,8
nand2b,8
xnor2,10
nand4,10
nand2,48
nor4,7
nand3,17
mux2i,43
or3,5
clkbuf,10
a31oi,4
clkdlybuf4s50,44
o21ai,13
No activity file was given, so power comes from the tool's default toggle rates.
